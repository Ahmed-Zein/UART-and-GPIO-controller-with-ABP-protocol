<file path="/design/flow/run.sh">
#!/bin/bash
# OpenROAD 26Q1-2900-gdf79404cd8, Yosys 0.63+post, stock flow scripts
make -C /OpenROAD-flow-scripts/flow DESIGN_CONFIG=/design/flow/config.mk WORK_HOME=/design/flow/orfs finish
</file>
<file path="/design/flow/config.mk">
export PLATFORM = sky130hd
export DESIGN_NAME = APB_Protcol
export DESIGN_NICKNAME = APB_Protcol
export VERILOG_FILES = /design/flow/design.v
export SDC_FILE = /design/flow/constraint.sdc
export NUM_CORES = 4
export LEC_CHECK = 1
export CORE_UTILIZATION = 30
</file>
<file path="/design/flow/constraint.sdc">
current_design APB_Protcol

set clk_period 1.0
set clk_io_pct 0.2

create_clock -name clk0 -period $clk_period [get_ports {PCLK}]

set non_clock_inputs [all_inputs -no_clocks]
set_input_delay [expr $clk_period * $clk_io_pct] -clock clk0 $non_clock_inputs
set_output_delay [expr $clk_period * $clk_io_pct] -clock clk0 [all_outputs]
</file>
<file path="/design/flow/design.v">
module master_bridge (
    input  PCLK, 
    input PENABLE_master,
    input  READ_WRITE,
    input transfer,
    input PRESETn,
    input [1:0] Psel,
    input [4:0]  apb_writeAddr,apb_readAddr,
    input [31:0] apb_writeData,   
    input PREADY,
    input [31:0] PRDATA,
    output reg PWRITE , PENABLE,
    output reg [31:0] PWDATA,
    output reg[4:0]PADDR,
    output reg PSEL1,PSEL2,
    output reg [31:0] apb_readData_out,
    output reg [1:0] currentState
);
localparam IDLE = 2'b01, SETUP = 2'b10, ACCESS = 2'b11 ;
reg [1:0] state = IDLE, nextState = IDLE;
always @(Psel) begin
    case (Psel)
        1 : begin
            PSEL1 <= 1;
            PSEL2 <= 0;
        end 
        2 : begin
            PSEL1 <= 0;
            PSEL2 <= 1;
        end
        default: begin
            PSEL1 <= 0;
            PSEL2 <= 0;
        end 
    endcase
end
always @(state ,transfer,PREADY) begin   
            PWRITE <= READ_WRITE; 
            case (state )
                IDLE: 
                    begin
                        PENABLE = 0;
                        if (transfer) begin
                            nextState <= SETUP;
                        end                       
                    end
                SETUP:
                    begin
                        PENABLE = 0;
                        if (READ_WRITE) begin
                            PADDR <= apb_writeAddr;
                            PWDATA <= apb_writeData;
                        end
                        else begin
                            PADDR <= apb_readAddr;
                        end
                        if (transfer) begin
                            nextState <= ACCESS;
                        end
                    end
                ACCESS:
                    begin
                        if (PSEL1 || PSEL2)
                            PENABLE = 1;
                        if (transfer)
                        begin
                            if (PREADY) 
                            begin
                                if (READ_WRITE)
                                    nextState <= SETUP;
                                else
                                begin
                                    nextState <= SETUP;
                                    apb_readData_out = PRDATA;
                                end
                            end
                        end
                        else
                            nextState = IDLE;
                    end
            endcase
end
always @(posedge PCLK or posedge PRESETn) begin
    if (PRESETn) begin
        state  <= IDLE;
    end
    else begin
        currentState <= state;
        state  <= nextState;
    end
end
endmodule
module GPIO
    (
input  PCLK , PENABLE,PWRITE,Psel,PRESETn,
input [31:0] PWDATA,
input [4:0] PADDR,
output reg PREADY,
output reg [31:0] GPIO_OUTData
);
reg[31:0] mem [0:31];
reg[4:0]read_address;
always @(*) begin
  if(PRESETn)
  PREADY <= 0;
  else if (Psel && PENABLE && PWRITE) 
  begin
    read_address <= PADDR;
    mem[read_address] <= PWDATA;
    PREADY <= 1'b1; 
  end
  else if(Psel && PENABLE && !PWRITE)
  begin
    GPIO_OUTData <= mem[read_address];
    PREADY <= 1'b1; 
  end
  else  PREADY <= 1'b0; 
end
endmodule  
module UART(
    input PCLK,
    input PSEL2,
    input PENABLE,
    input [7:0] PADDR,
    input PWRITE,
    input PRESETn,
    input [7:0] PWDATA,
    output reg [7:0] PRDATA,  
    output PREADY,
    output reg rx_done,
    output reg tx_done,
    input rx,
    output tx
);
parameter CPB = 87;  
uart_receiver #(CPB) rrx(
    PCLK,
    PENABLE,
    PSEL2,
    PADDR,
    PWRITE,
    PRESETn,
    rx,
    PREADY,
    rx_done,
    data_output
);
uart_transmitter #(CPB) ttx (
    PCLK,
    PENABLE,
    PSEL2,
    PADDR,
    PWRITE,
    PRESETn,
    PWDATA,
    PREADY,
    tx,
    w_tDone
    );
endmodule
module APB_Protcol (
    input  PCLK,  PENABLE,  PWRITE,  transfer,PRESETn,
    input [4:0] apb_writeAddr,apb_readAddr,
	input [31:0] apb_writeData,
    input [1:0] Psel,
    output [31:0] apb_readData_out,
    output [1:0] state
);
        reg PREADY ;
        reg [31:0] PRDATA;
        wire [31:0] PWDATA;
        wire[4:0]PADDR;
        wire PSEL1,PSEL2;
        wire [31:0]PRDATA1,PRDATA2;
        wire PREADY1,PREADY2;
        wire READ_WRITE;
always @(Psel or PREADY1 or PRDATA1 or PREADY2 or PRDATA2 ) begin
    case (Psel)
        1 : begin
            PREADY <= PREADY1;
            PRDATA <= PRDATA1;
        end 
        2 : begin
            PREADY <= PREADY2;
            PRDATA <= PRDATA2;
        end
        default: begin
            PREADY <= 0;
            PRDATA <= 0;
        end 
    endcase
end
        master_bridge bridge(
        PCLK,  PENABLE,  PWRITE,  transfer,PRESETn,Psel,apb_writeAddr,apb_readAddr,apb_writeData, 
        PREADY,PRDATA,READ_WRITE,PENABLE,  
        PWDATA,PADDR,PSEL1,PSEL2  
        ,apb_readData_out,state  
        ); 
        GPIO g1(  PCLK , PENABLE ,READ_WRITE,PSEL1,PRESETn,PWDATA,PADDR,PREADY1,PRDATA1 );
endmodule
</file>
==> results.toml <==
# yosys + openroad results
[outcome]
outcome = "stopped before the end"
lastStage = "1_2_yosys"
error_line = "ERROR: Found 1 problems in 'check -assert'."

[synthesis]
top_cell_area_share_pct = 65.72
top_cells_by_count = "1,128 x dlxtn_1, 183 x and3_1, 161 x a22oi_1"
yosys_cells = 2387
area_leaders = "dlxtn_1 66%, a22oi_1 4.7%, and3_1 4.5%"
top_area_cell = "dlxtn_1"
yosys_area_um2 = 25720
ys.flop_type = "dlxtn_1"
most_common_cell = "dlxtn_1"
edf_count = 2
async_reset_ff_share_pct = 0.1759
yosysWarningCount = 4
ys_types = 70
synth_flops = 1137
-- cell families after synthesis --
group | share of synthesized area, %
latches | 66.01
flip-flops | 0.4330
AND/OR/NAND/NOR | 12.32
AND-OR/OR-AND | 14.41
adder cells (fa/ha/maj) | 0.08757
multiplexers | 3.416
buffers and inverters | 3.177
